--- design/flow/constraint.sdc ---
current_design Lab2_140L

set clk_period 3.3
set clk_io_pct 0.2

create_clock -name clk0 -period $clk_period [get_ports {clk}]

set non_clock_inputs [all_inputs -no_clocks]
set_input_delay [expr $clk_period * $clk_io_pct] -clock clk0 $non_clock_inputs
set_output_delay [expr $clk_period * $clk_io_pct] -clock clk0 [all_outputs]
--- design/flow/config.mk ---
export PLATFORM = sky130hd
export DESIGN_NAME = Lab2_140L
export DESIGN_NICKNAME = Lab2_140L
export VERILOG_FILES = /design/flow/design.v
export SDC_FILE = /design/flow/constraint.sdc
export NUM_CORES = 4
export LEC_CHECK = 1
export CORE_AREA = 10 10 70 70
export DIE_AREA = 0 0 80 80
--- design/flow/run.sh ---
#!/bin/bash
# OpenROAD 26Q1-2900-gdf79404cd8, Yosys 0.63+post, stock flow scripts
make -C /OpenROAD-flow-scripts/flow DESIGN_CONFIG=/design/flow/config.mk WORK_HOME=/design/flow/orfs finish
--- design/flow/design.v ---
module Lab2_140L (
 input wire Gl_rst,                   
 input wire clk,                      
 input wire Gl_adder_start,           
 input wire Gl_subtract,              
 input wire [7:0] Gl_r1           ,  
 input wire [7:0] Gl_r2           ,  
 output wire [7:0] L2_adder_data   ,    
 output wire L2_adder_rdy          ,  
 output wire [7:0] L2_led
);
	sigDelay	s_d(				 
.sigOut(L2_adder_rdy),
.sigIn(Gl_adder_start),
.clk(clk),
.rst(Gl_rst)
);
wire [3:0] carry;		 
Full_Adder bit1(				 
.Num1(Gl_r1[0]),
.Num2(Gl_r2[0]^Gl_subtract),
.C_in(Gl_subtract),
.Sum(L2_adder_data[0]),
.C_out(carry[0])
);
Full_Adder bit2(			 
.Num1(Gl_r1[1]),
.Num2(Gl_r2[1]^Gl_subtract),
.C_in(carry[0]),
.Sum(L2_adder_data[1]),
.C_out(carry[1])
);
Full_Adder bit3(				 
.Num1(Gl_r1[2]),
.Num2(Gl_r2[2]^Gl_subtract),
.C_in(carry[1]),
.Sum(L2_adder_data[2]),
.C_out(carry[2])
);
Full_Adder bit4(				 
.Num1(Gl_r1[3]),
.Num2(Gl_r2[3]^Gl_subtract),
.C_in(carry[2]),
.Sum(L2_adder_data[3]),
.C_out(carry[3])
);
assign L2_led[0] = L2_adder_data[0]; 		 
assign L2_led[1] = L2_adder_data[1];
assign L2_led[2] = L2_adder_data[2];
assign L2_led[3] = L2_adder_data[3];
assign L2_led[4] = carry[3]^Gl_subtract;
assign L2_adder_data[4] = 1;		 
assign L2_adder_data[5] = !L2_led[4];
assign L2_adder_data[6] = L2_led[4];
assign L2_adder_data[7] = 0;
endmodule
module sigDelay(
		  output      sigOut,
		  input       sigIn,
		  input       clk,
		  input       rst);
   parameter delayVal = 4;
   reg [15:0] 		      delayReg;
   always @(posedge clk) begin
      if (rst)
	delayReg <= 16'b0;
      else begin
	 delayReg <= {delayReg[14:0], sigIn};
      end
   end
   assign sigOut = delayReg[delayVal];
endmodule  
module Full_Adder(		 
		Num1,
		Num2,
		C_in,
		Sum,
		C_out
);
	input Num1;
	input Num2;
	input C_in;
	output Sum;
	output C_out;
	assign Sum = (Num1 ^ Num2) ^ C_in;
	assign C_out = (Num1 & Num2) | C_in & (Num1 ^ Num2);
endmodule
==> impl_metrics.json <==
{
  "status": "finished clean",
  "cts_made_buffers": 3,
  "grt_usage_pct": 2.91,
  "initialDrtViolationCount": 0,
  "cts_hold_repair.buffers": 0,
  "yosys_warnings": 4,
  "die_h_um": 80,
  "synthSimpleGateAreaFrac_pct": 7.67,
  "h-tree-depth": 1,
  "holdWs_ns": 0.438,
  "drc": 0,
  "syn_avg_cell_area_um2": 9.49,
  "hp-class": "reg -> reg",
  "largest_reg_flops": 5,
  "path_depth": 8,
  "arrival_ns": 2.54,
  "final_area_um2": 656,
  "synth_cell_types": 11,
  "grt_first_pass_wirelength_mm": 1.55,
  "path_max_fanout": 2,
  "diodes": 0,
  "timing.final.crit_share_pct": 96.9,
  "routed-via-count": 304,
  "io_buffers": 23,
  "grt_max_degree": 6,
  "end_kind": "output port",
  "layout-drive-gt1-share_pct": 30.6,
  "grt_overflow_total": 0,
  "antenna_found_initial": 0,
  "warning_count": 33,
  "clock_skew_ns": 0.00300,
  "synthMuxAreaShare_pct": 2.45,
  "slew_viol_final": 0,
  "crit_top_cell": "fa_2",
  "worst_ir_drop_vdd_v": 0.000100,
  "grt_pass1_vias": 372,
  "worst_r2r_path_depth": 1,
  "ios": 37,
  "finalSetupTns_ns": 0,
  "drtPass1Iterations": 1,
  "viasPerCell": 2.81,
  "gp_congestion": 0.653,
  "synth_xor_xnor_area_share_pct": 14.7,
  "hpwl_um": 781,
  "path_class": "in -> out",
  "top_logic_kind": "buffers and inverters",
  "yosys-stat-area_um2": 408,
  "row_count": 21,
  "routed_wirelength_um": 912,
  "startpoint_type": "input pin",
  "core-area_mm2": 0.00342,
  "ys_seq_elements": 5,
  "crit_family": "adder cells",
  "rsz0062_at_grt": "false",
  "fp.dieArea_mm2": 0.00640,
  "reg_top3": "s_d.delayReg x5",
  "hold_viol": 0,
  "syn_inst": 43,
  "dieWidth_um": 80,
  "largest-register": "s_d.delayReg",
  "slowest_stage": "fa_2",
  "path_cells": "clkdlybuf4s15_2 > xnor2_2 > fa_2 > fa_2 > fa_2 > buf_6 > xnor2_2 > buf_2",
  "wl_per_cell_um": 8.44,
  "synth.cell_area_um2": 408,
  "setup-violations-final": 0,
  "dpl.cell_count": 102,
  "p_leak_nw": 0.286,
  "area_delta_synth_final_pct": 60.7,
  "path_clk_slew_ns": 0.04,
  "clkLatencyLatePin_ns": 0.24,
  "critical_path_buf_inv_count": 3,
  "place_area_um2": 606,
  "cp_slowest_stage_delay_ns": 0.40,
  "drv_cap": 0,
  "hold_depth": 1,
  "max_freq_mhz": 313,
  "cts_tree": "built",
  "compound_area_share_pct": 0,
  "cts_sinks": 5,
  "cts_buffer_depth": 2,
  "synth_seq_share_pct": 24.5,
  "final_cells": 108,
  "fp_util_pct": 11.9,
  "drtAntennaViolNets": 0,
  "synth_adder_area_share_pct": 14.7,
  "ys_cells": 43,
  "powerDensity_mw_per_mm2": 361,
  "cts_root_buf": "clkbuf_4",
  "finalCriticalPeriod_ns": 3.20,
  "critPathRequiredTime_ns": 2.64
}
-- final timing paths --
kind                                   start                    endpoint  slack [ns]
setup / recovery                    Gl_r2[1]                   L2_led[4]        0.10
hold / removal    s_d.delayReg[2]$_SDFF_PP0_  s_d.delayReg[3]$_SDFF_PP0_        0.44
setup reg to reg  s_d.delayReg[3]$_SDFF_PP0_  s_d.delayReg[4]$_SDFF_PP0_        2.78
hold reg to reg   s_d.delayReg[2]$_SDFF_PP0_  s_d.delayReg[3]$_SDFF_PP0_        0.44
-- synth_stat cells --
master   count  area [um^2]
xor2_1       1         8.76
mux2i_1      1         10.0
fa_1         3         60.1
xor2_2       1         16.3
buf_6        1         11.3
inv_1        6         22.5
nor2b_1      5         31.3
buf_4       14          105
xnor2_1      4         35.0
conb_1       2         7.51
dfxtp_1      5          100
-- metal layers --
metal,GRT usage [%],vias to the layer above,share of wire (%)
li1,-,141,-
met1,2.84,137,36
met2,4.49,24,44
met3,2.61,2,18
met4,0.704,0,2.0
met5,0,-,0
-- kinds of logic (layout without fill, tap and decap cells) --
family                     Yosys count  after routing
xor gates and xnor gates             6              6
adders and majority gates            3              3
buffers and inverters               21             37
DFF                                  5              5
muxes                                1              1
other                                2              5
and+or+nand+nor                      5              5
-- placed cells by master (no fill, tap or decap), drive strengths merged --
cell type / Yosys / final
buf: 15 / 8
inv: 6 / 6
clkdlybuf4s50: 0 / 13
dlygate4sd2: 0 / 2
mux2i: 1 / 1
xor2: 2 / 2
fa: 3 / 3
clkdlybuf4s15: 0 / 4
clkbuf: 0 / 4
nor2b: 5 / 5
conb: 2 / 5
dfxtp: 5 / 5
xnor2: 4 / 4
-- repair_timing --
item / in CTS / in global routing
gates cloned: 0 / 0
buffers inserted: 2 / 0
endpoints found under the setup margin: 7 / 5
gates resized: 32 / 0
pin swaps: 5 / 2
-- cell type report --
type | count | area, um^2
fillers | 378 | 2760
flip-flops and latches | 5 | 100
well taps | 46 | 57.6
repair buffers | 27 | 246
inverters | 6 | 22.5
clock buffers | 4 | 26.3
multi-input cells | 20 | 203
-- where the power goes --
group | internal [mW] | switching (mW)
clock network | 0.0457 | 0.0242
logic | 0.0724 | 0.0318
registers | 0.0624 | 0.000329
total | 0.180 | 0.0564
-- stage by stage --
step | setup slack, ns | util [%] | total power [mW]
2_1_floorplan | 0.254 | - | 0.124
3_3_place_gp | -0.617 | 17.7 | 0.168
3_5_place_dp | -0.619 | 17.7 | 0.167
4_1_cts | 0.00836 | 19.2 | 0.244
5_1_grt | 0.0278 | 19.2 | 0.261
6_report | 0.102 | 19.2 | 0.237
Power figures rest on the tool's default switching activity, not on a simulated workload.
